==> flow/design.v <==
module Bombs_around (
  input wire clk,  
  input wire rst,  
  input wire [7:0] fila,
  input wire [7:0] columna,
  input logic [7:0][7:0] matriz,
  output wire [3:0] bombas_cercanas
);
  logic [3:0] bombas_en_celdas_adyacentes;
  always_ff @(posedge clk or posedge rst) begin
    if (rst) begin
      bombas_en_celdas_adyacentes <= 4'b0;  
    end else begin
      bombas_en_celdas_adyacentes <=
        matriz[fila-1][columna-1] + matriz[fila-1][columna] + matriz[fila-1][columna+1] +
        matriz[fila][columna-1] 	 +  								  matriz[fila][columna+1] +
        matriz[fila+1][columna-1] + matriz[fila+1][columna] + matriz[fila+1][columna+1];
    end
  end
  assign bombas_cercanas = bombas_en_celdas_adyacentes;
endmodule
==> flow/run.sh <==
#!/bin/bash
# OpenROAD 26Q1-2900-gdf79404cd8, Yosys 0.63+post, stock flow scripts
make -C /OpenROAD-flow-scripts/flow DESIGN_CONFIG=/design/flow/config.mk WORK_HOME=/design/flow/orfs finish
==> flow/config.mk <==
export PLATFORM = sky130hd
export DESIGN_NAME = Bombs_around
export DESIGN_NICKNAME = Bombs_around
export VERILOG_FILES = /design/flow/design.v
export SDC_FILE = /design/flow/constraint.sdc
export NUM_CORES = 4
export LEC_CHECK = 1
export CORE_UTILIZATION = 30
==> flow/constraint.sdc <==
current_design Bombs_around

set clk_period 1.0
set clk_io_pct 0.2

create_clock -name clk0 -period $clk_period [get_ports {clk}]

set non_clock_inputs [all_inputs -no_clocks]
set_input_delay [expr $clk_period * $clk_io_pct] -clock clk0 $non_clock_inputs
set_output_delay [expr $clk_period * $clk_io_pct] -clock clk0 [all_outputs]
==> impl_metrics.ini <==
; physical design summary
[yosys]
edf_count = 0
netlist_area_um2 = 3970
syn_inst = 412
ys_warn_count = 1
ys_seq_share_pct = 2.52
top_area_cell = mux4_2
async_reset_ff_share_pct = 100
top_cell_area_share_pct = 17.6
ys_cells = 412
synthFlopType = dfrtp_1
ys.flops = 4
synthTopCellsByArea = mux4_2 (18%), mux2i_1 (12%), ha_1 (12%), mux4_1 (7.9%), fa_1 (6.0%)
yosysChipArea_um2 = 3970
avgSynthCellArea_um2 = 9.64
ys_types = 53

[die]
num_rows = 41
chip_area_um2 = 13700
floorplan.core_util_pct = 31.1
fp.dieH_um = 117
die_w_um = 117
core_area_um2 = 12800
io-pin-count = 86

[final_timing]
maxSlewHeadroom_pct = 63.1
fmax_ghz = 0.218
setup_viol = 4
fin_crit_sh_pct = 459
tightestPinTransition_ns = 0.550
tns_ns = -13.46
drv_slew = 0
setup_slack_ns = -3.59
rsz0062_at_grt = yes
period_minus_slack_ns = 4.59
hold_viol = 0

[global_routing]
grt_pass1_vias = 4130
track_usage_pct = 20.5
grt_antenna_before_repair = 0
grt_start_max_net_pins = 26
grt-ovfl-total = 0
grt_pass1_wl_mm = 20.9

[critical_path]
worstSetupEndpointType = flip-flop
cp.required_ns = 1.11
worst_setup_path_start_kind = input port
crit_arrival_ns = 4.70
crit_fanout = 4
criticalPathCategory = in -> reg

[final_layout]
finalInstanceArea_um2 = 6200
logic_area_um2 = 3810
fin_cells = 789
fillers = 1092
final_common_cell = buf_4
regArea_um2 = 100
syn_to_final_growth_pct = 56.0
layout_top_cells = buf_4 (139), clkdlybuf4s50_1 (71), mux2i_1 (48)
largest_reg_flops = 4
regMostFlops = bombas_en_celdas_adyacentes
drive_above_1_share_pct = 35.0
reg_top3 = bombas_en_celdas_adyacentes: 4 flops

[route]
post_drt_wl_per_cell_um = 15.9
drt_wl_total_mm = 12.6
drtAntennaViolNets = 0
antenna_cells = 0
route.detailed.drc = 0
dr_total_vias = 4072
vias_per_cell = 5.16
drt-initial-drc-count = 208
first_pass_iters = 4

[placement]
dpl.cell_count = 784
io_buffer_count = 82
gp_congestion = 0.923
dp_slack_ns = -4.38
dp_hpwl_mm = 11.2
dpl_cell_area_um2 = 5990

[power_and_ir_drop]
p_seq_share_pct = 4.1
switchingPower_w = 0.00219
vdd.ir_drop.worst_mv = 0.548
p_leak_nw = 2.78
swShare_pct = 39.9
p_comb_share_pct = 84.7
p_int_w = 0.00330
pwr-share-clk_pct = 11.2
powerDensity_nw_per_um2 = 885

[clock_network]
clock_sinks = 4
htree_levels = 1
clock_path_buffers = 2
cts-buffers-inserted = 3
clk_pin_slew_worst_paths_ns = 0.03
clock-root-buffer = clkbuf_16
cts_tree = done

[run_status]
outcome = finished with violations
failed_checks = setup timing

[job]
cap_violations = 0
warnings = 36

[worst_hold_path]
hp-class = in -> async
## layout make-up
class | count | share of cell area [%]
tap | 172 | 3.47
multi-input combinational | 362 | 61.4
clock buffer | 3 | 1.21
inverter | 24 | 1.49
sequential | 4 | 1.61
timing repair buffer | 224 | 30.8
## worst max-delay path, stage by stage
cell	delay, ns
buf_8	0.10
nor3_4	0.20
xor2_2	0.20
ha_2	0.22
inv_2	0.04
fa_2	0.40
xnor2_2	0.19
mux4_2	0.20
nor2_1	0.04
or4_4	0.49
o2bb2ai_4	0.14
fa_1	0.51
inv_2	0.04
fa_1	0.45
fa_1	0.55
ha_4	0.14
inv_2	0.03
fa_2	0.52
inv_2	0.03
## final timing paths
check,from,to,depth (start not counted),slack (ns)
max,columna[1],bombas_en_celdas_adyacentes[1]$_DFF_PP0_,19,-3.59
min,rst,bombas_en_celdas_adyacentes[2]$_DFF_PP0_,2,0.17
max in group asynchronous,rst,bombas_en_celdas_adyacentes[3]$_DFF_PP0_,2,0.69
min in group clk0,bombas_en_celdas_adyacentes[1]$_DFF_PP0_,bombas_cercanas[1],1,0.88
## cells by family (layout without fill, tap and decap cells)
logic type	after synthesis	count (layout)	synth area share (%)
and+or+nand+nor	106	106	13.3
adders and majority gates	49	49	17.7
buffers and inverters	46	251	5.89
AOI/OAI and AO/OA	69	69	11.8
DFF	4	4	2.52
xor gates and xnor gates	44	44	10.4
muxes	94	94	38.5
## timing repair
item	CTS	global route
hold buffers	0	0
pin swaps	16	9
buffers inserted	2	0
resized	45	8
endpoints found under the setup margin	8	7
gates cloned	0	0
## metrics by stage
stage	util [%]	hold WS, ns	power, W
finish	48.5	0.167	0.00548
global route	48.5	0.188	0.00599
CTS	48.3	0.169	0.00547
detailed placement	46.9	0.393	0.00473
global placement	46.9	0.389	0.00466
floorplan	-	-0.0339	0.00290
## Yosys cell counts, drive strengths merged (2+ instances only)
| cell | instances |
|---|---|
| a211oi | 9 |
| a21o | 9 |
| a21oi | 19 |
| a221oi | 6 |
| a22o | 2 |
| a22oi | 2 |
| a31oi | 3 |
| and2 | 5 |
| and3 | 2 |
| buf | 15 |
| clkbuf | 7 |
| dfrtp | 4 |
| fa | 12 |
| ha | 37 |
| inv | 23 |
| mux2 | 3 |
| mux2i | 48 |
| mux4 | 43 |
| nand2 | 26 |
| nand2b | 2 |
| nand3 | 14 |
| nand3b | 2 |
| nand4 | 5 |
| nor2 | 19 |
| nor2b | 7 |
| nor3 | 15 |
| nor3b | 5 |
| o211ai | 2 |
| o21ai | 7 |
| or4 | 2 |
| xnor2 | 25 |
| xor2 | 19 |
## power by group through the flow
stage / Sequential [W] / Clock (W) / Combinational [W]
after global routing: 0.000230 / 0.000637 / 0.00512
final: 0.000225 / 0.000615 / 0.00464
after CTS: 0.000224 / 0.000626 / 0.00463
## layer usage
layer	GRT usage [%]	part of all wire (%)	wire, um
met1	30.2	47	5860
met2	33.1	46	5730
met4	0.422	0.45	57
met5	0	0	0
met3	5.24	7.4	937
Power figures rest on the tool's default switching activity, not on a simulated workload.
